===== config.mk =====
export PLATFORM = sky130hd
export DESIGN_NAME = maze
export DESIGN_NICKNAME = maze
export VERILOG_FILES = /design/flow/design.v
export SDC_FILE = /design/flow/constraint.sdc
export NUM_CORES = 4
export LEC_CHECK = 1
export CORE_UTILIZATION = 30

===== constraint.sdc =====
current_design maze

set clk_period 3.7
set clk_io_pct 0.2

create_clock -name clk0 -period $clk_period [get_ports {clk}]

set non_clock_inputs [all_inputs -no_clocks]
set_input_delay [expr $clk_period * $clk_io_pct] -clock clk0 $non_clock_inputs
set_output_delay [expr $clk_period * $clk_io_pct] -clock clk0 [all_outputs]

===== design.v =====
`timescale 1ns / 1ps 
module maze( 
input clk,
input[5:0] starting_col, starting_row, 		 
input maze_in, 							 
output reg [5:0] row, col, 							 
output reg maze_oe,							 
output reg maze_we, 							 
output reg done);		 						 
 reg [3:0] state,next_state;
 reg [5:0] current_row, current_col;
 reg [1:0] direction;
 reg last_checked; 
 initial
 begin
	state=0;
	direction=2;
 end
 always @(posedge clk)
	 begin
		state<=next_state;
	 end
 always @(*)
 begin
	maze_oe=0;
	maze_we=0;
	case(state)
		0: 
			begin
				current_row=starting_row;
				current_col=starting_col;
				done=0;
				next_state=1; 
			end
		1: 
			begin
				maze_we=1;
				row=current_row;
				col=current_col;
				next_state=2; 
			end
		2: 
			begin
				maze_oe=1;
				case(direction) 
					0:
					begin
						row=current_row-1;
						col=current_col;
					end
					1:
					begin
						row=current_row+1;
						col=current_col;
					end
					2:
					begin
						col=current_col+1;
						row=current_row;
					end
					3:
					begin
						col=current_col-1;
						row=current_row;
					end
				endcase
				last_checked=0; 
				next_state=7; 
			end
			3:
			begin
					if((row==0 || row==63 || col==0 || col==63) && maze_in==0 ) 
						begin
							done=1;
							maze_we=1;
							current_col=col;
							current_row=row;
							next_state=4;
						end
					if((row==0 || row==63 || col==0 || col==63) && maze_in==1) 
						begin
							case(direction) 
								0: direction=3;
								1: direction=2;
								2: direction=0;
								3: direction=1;
							endcase
							next_state=2;
						end
					if(row!=0 && row!=63 && col!=0 && col!=63) 
					begin
							if(maze_in==0 && last_checked==0) 
							begin
								case(direction) 
								0:
								begin
									direction=2;
									current_row=current_row-1;
								end
								1:
								begin
									direction=3;
									current_row=current_row+1;
								end
								2:
								begin
									direction=1;
									current_col=current_col+1;
								end
								3:
								begin
									direction=0;
									current_col=current_col-1;
								end	
							endcase
								next_state=1; 
							end
							if(maze_in==1 && last_checked==0) 
								next_state=5;	 
							if(maze_in==1 && last_checked==1) 
							begin
								case(direction) 
									0: direction=3;
									1: direction=2;
									2: direction=0;
									3: direction=1;
								endcase
								next_state=2;
							end
							if(maze_in==0 && last_checked==1) 
								next_state=6;
				end
			end
			4: 
			begin
				next_state=4; 
			end			
			5:
			begin
				maze_oe=1;
				case(direction) 
					0:
					begin
						row=current_row;
						col=current_col-1;
					end
					1:
					begin
						col=current_col+1;
						row=current_row;
					end
					2:
					begin
						row=current_row-1;
						col=current_col;
					end
					3:
					begin
						row=current_row+1;
						col=current_col;
					end
				endcase
				last_checked=1; 
				next_state=7; 
			end
			6:
			begin
			case(direction) 
					0:
					begin
						current_col=current_col-1;
					end
					1:
					begin
						current_col=current_col+1;
					end
					2:
					begin
						current_row=current_row-1;
					end
					3:
					begin
						current_row=current_row+1;
					end
				endcase
			next_state=1; 
			end
			7:
			 begin
				 maze_oe=0;
				 next_state=3;
			 end
		endcase
 end
endmodule

===== run.sh =====
#!/bin/bash
# OpenROAD 26Q1-2900-gdf79404cd8, Yosys 0.63+post, stock flow scripts
make -C /OpenROAD-flow-scripts/flow DESIGN_CONFIG=/design/flow/config.mk WORK_HOME=/design/flow/orfs finish

==> impl_metrics.toml <==
# physical design summary
[synth]
ys_types = 70
async_flop_share_pct = 0
synthFlopType = "dlxtn_1"
yosysTopAreaCell = "dlxtn_1"
top_area_share_pct = 14.2
ys_ff = 36
yosys_cells = 466
syn_inst = 466
yosysWarnings = 193
top_cells_by_area = "dlxtn_1, ha_1, nand2_1"
avgSynthCellArea_um2 = 7.28
ys_chip_area_um2 = 3390
edf_count = 0
syn-cell-area_um2 = 3390
common_cells = "nand2_1, nor2_1, dlxtn_1"
most_common_cell = "nand2_1"

[place]
globalplace.congestion = 0.885
port_buffers = 28
hpwl_um = 7230

[timing]
final-setup-viol-count = 0
relSlewSlack_pct = 41.9
finalCritPeriodShare_pct = 86.6
tightest_slew_ns = 0.871
max_freq_ghz = 0.312
drv_slew = 0
finalHoldViolCount = 0
fin_tns_setup_ns = 0
rsz0062_at_grt = "false"
hold_slack_ns = 1.89
untimed_endpoints = 49
unclocked_pins = 32
fin_crit_ns = 3.20

[detailed_routing]
vias = 3388
wl_um = 9430
wl_per_cell_um = 15.6
n_antenna_cell = 0
drt_iter0_markers = 230
ant_nets = 0
viasPerCell = 5.60
drtPass1Iterations = 5
route.detailed.drc = 0

[global_routing]
grt_pass1_vias = 3123
grt_max_degree = 25
grt_pass1_wl_um = 15800
grt_overflow = 0
antenna_found_initial = 0
grt.total_usage_pct = 17.0

[worst_setup_path]
arrival_ns = 2.46
cp_slowest_cell = "clkdlybuf4s50_1"
path_class = "input port to primary output"
worstPathMaxFanout = 13
start_kind = "input port"
critPathRequiredTime_ns = 2.96
crit_path_end_kind = "primary output"
path_cells = "clkdlybuf4s50_1 -> inv_1 -> o21ai_4 -> a21oi_1 -> clkdlybuf4s50_1"
critPathBufInv = 3
max_stage_delay_ns = 0.53
cp_common_cell = "clkdlybuf4s50_1"
cpLargestDelayFamily = "buffers and inverters"

[clock_tree]
cts_buffers = 3
cts.path.max_buffers = 2
cts_resized = 0
h-tree-depth = 1
holdBufCountCts = 0
cts_tree = "done"
cts-root-buf = "clkbuf_16"
post-cts-setup-buffer-count = 0
path_clk_slew_ns = 0.03

[hold_path]
hp-class = "register to primary output"
hp-start = "state[1]"
whs_path_depth = 2
hold_end = "maze_we"

[die]
die_x_um = 108
num_rows = 38
die_h_um = 108
core_um2 = 10900
dieArea_um2 = 11700
fp_util_pct = 31.0
io_pins = 29

[flow_run]
max-cap-violations = 0
warnings = 39

[pwr]
powerDensity_nw_per_um2 = 601
power_leakage_nw = 1.58
vdd_drop_max_uv = 329

[cells_and_area]
drive_gt1_share_pct = 5.38
syn2layout_area_growth_pct = 11.4

[status]
outcome = "complete, no violations"
state kept, by name (all words and copies together) (netlist names):
register	flops
last_checked	1
direction	2
state	4
done	1
current_row	6
col	6
current_col	6
row	6
next_state	4
kinds of logic after synthesis:
kind of cell | Yosys count | share of synthesized area [%]
XOR/XNOR | 27 | 6.97
multiplexers | 14 | 4.31
flip-flops | 4 | 2.36
adder cells (fa/ha/maj) | 30 | 11.5
latches | 32 | 14.2
AND-OR/OR-AND | 138 | 29.7
buffers and inverters | 56 | 6.86
AND/OR/NAND/NOR | 165 | 24.2
per-stage QoR:
stage	instance area (µm²)	setup WS, ns	power [mW]	util (%)	instances
final	3780	0.497	2.27	34.6	605
after global routing	3780	0.377	2.51	34.6	605
after CTS	3780	0.485	2.26	34.6	605
after detailed placement	3710	0.466	2.08	33.9	602
after global placement	3710	0.537	2.06	33.9	602
after floorplan	3390	1.70	1.67	-	466
worst min-delay path: cells and delay by family (launching register included):
family          cells  cell delay, ns
flops               1            0.43
buf+inv             1            0.39
compound gates      1            0.10
metal layers:
layer  GRT usage [%]  routed length [µm]  part of all wire (%)
met5               0                   0                     0
met4           0.965                  18                  0.19
met3            1.78                 569                   6.0
met1            26.9                4760                    50
met2            26.3                4080                    43
where the power goes:
part	leakage (nW)	switching [mW]	internal [mW]	total, mW
combinational	1.26	1.14	0.758	1.89
sequential	0.291	0.0918	0.121	0.212
clock	0.0370	0.0279	0.138	0.166
final cells by class:
cell class	instances	area, µm²
Tap cell	140	175
Clock buffer	3	75.1
Multi-Input combinational cell	374	2600
Fill cell	1155	7150
Timing Repair Buffer	28	280
Sequential cell	36	561
Inverter	24	90.1
how the worst max path moves through the flow:
stage         startpoint  endpoint  slack, ns  cells past startpoint
finish           maze_in   maze_we       0.50                      5
global route     maze_in   maze_we       0.38                      5
CTS              maze_in   maze_we       0.48                      5
layout by cell type, fill, tap and decap left out, drive strengths merged, types with 3 or more instances in the layout:
master,instances
nor4,6
nor4b,3
o21ai,26
nor3b,3
xnor2,16
xor2,11
a31oi,8
dfxtp,4
nand3,19
dlxtn,32
ha,28
a21o,3
clkdlybuf4s50,28
a21oi,32
nor3,13
o31ai,4
inv,23
or2,4
a221oi,4
a211oi,5
nand4,4
nand2b,7
o211ai,8
and3,3
o221ai,9
nor2,45
nor2b,5
a211o,3
a22oi,9
clkbuf,3
mux2i,12
a311oi,3
nand2,49
a221o,7
Power and IR drop assume default switching activity.
